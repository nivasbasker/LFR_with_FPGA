<file path="config.mk">
export PLATFORM = sky130hd
export DESIGN_NAME = Module_ADC
export DESIGN_NICKNAME = Module_ADC
export VERILOG_FILES = /design/flow/design.v
export SDC_FILE = /design/flow/constraint.sdc
export NUM_CORES = 4
export LEC_CHECK = 1
export CORE_UTILIZATION = 30
</file>
<file path="run.sh">
#!/bin/bash
# OpenROAD 26Q1-2900-gdf79404cd8, Yosys 0.63+post, stock flow scripts
make -C /OpenROAD-flow-scripts/flow DESIGN_CONFIG=/design/flow/config.mk WORK_HOME=/design/flow/orfs finish
</file>
<file path="design.v">
module Module_ADC(
	input  clk_50,				 
	input  dout,				 
	output adc_cs_n,			 
	output din,					 
	output adc_sck,			 
	output [11:0]d_out_ch5,	 
	output [11:0]d_out_ch6,	 
	output [11:0]d_out_ch7	 
);
reg [4:0] counter = 5'd0;
reg out_25hz = 0;
reg skip = 1;
always @(negedge clk_50)
begin
        if(skip == 1)
			skip <= 0;
        else if (counter < 5'd9) 
		  begin
            counter <= counter + 1;
        end 
		  else 
		  begin
            counter <= 0;
            out_25hz = ~out_25hz;
        end
end
reg dins = 0;
reg [4:0] din_count = 5'd0;
reg [2:0] addr = 3'b101 ;
reg frame = 0;
reg [11:0] outs ;
reg [11:0] chan5 = 0;
reg [11:0] chan6 = 0;
reg [11:0] chan7 = 0;
reg [2:0] current_chan = 3'd7; 
reg chip=1;
always @(negedge adc_sck)
begin
		case(din_count)
		default :begin
					din_count <= din_count + 1;
					dins <= 0;	
					end
		5'd0  :  begin
				   chip<=0;
					din_count <= din_count + 1;
					dins <= 0;	
					end
		5'd16 : 	begin
					din_count <= 1;
					frame <= frame + 1;
					chip <=0;
					case(current_chan)
					3'd5: begin
							chan5 = outs;
							current_chan <= 3'd6;
							end
					3'd6: begin
							chan6 = outs;
							current_chan <= 3'd7;
							end
					3'd7: begin
							chan7 = outs;
							current_chan <= 3'd5;
							end
					endcase
					case(addr)
					3'b101 : addr <= 3'b110;
					3'b110 : addr <= 3'b111;
					3'b111 : addr <= 3'b101;
					endcase
					end
		5'd2 	: 	begin
					dins <= addr[2];
					din_count <= din_count + 1;
					end
		5'd3 	: 	begin
					dins <= addr[1];
					din_count <= din_count + 1;
					end
		5'd4 	: 	begin
					dins <= addr[0];
					din_count <= din_count + 1;
					end
		endcase
end
always @(posedge adc_sck)
begin
	case(din_count)
	5'd5 : outs[11] <= dout;
	5'd6 : outs[10] <= dout;
	5'd7 : outs[9] <= dout;
	5'd8 : outs[8] <= dout;
	5'd9 : outs[7] <= dout;
	5'd10: outs[6] <= dout;
	5'd11: outs[5] <= dout;
	5'd12: outs[4] <= dout;
	5'd13: outs[3] <= dout;
	5'd14: outs[2] <= dout;
	5'd15: outs[1] <= dout;
	5'd16: begin
			 outs[0] <= dout;
			 end
	endcase
end
assign adc_sck = out_25hz;
assign adc_cs_n = chip ;
assign din = dins;
assign data_frame = frame ;
assign d_out_ch5 = chan5;
assign d_out_ch6 = chan6;
assign d_out_ch7 = chan7;
endmodule
</file>
<file path="constraint.sdc">
current_design Module_ADC

set clk_period 2.3
set clk_io_pct 0.2

create_clock -name clk0 -period $clk_period [get_ports {clk_50}]

set non_clock_inputs [all_inputs -no_clocks]
set_input_delay [expr $clk_period * $clk_io_pct] -clock clk0 $non_clock_inputs
set_output_delay [expr $clk_period * $clk_io_pct] -clock clk0 [all_outputs]
</file>
==> impl_metrics.py <==
# Generated from Yosys and OpenROAD reports
metrics = {
    "route": {
        "route.detailed.vias_per_inst": 3.982,
        "first_pass_iters": 2,
        "avgRoutedWirePerCell_um": 10.74,
        "route.antenna.diode_count": 0,
        "detail-route-antenna-nets": 0,
        "detailroute.via_count": 1135,
        "postRouteWirelength_um": 3062,
        "drt_drc_violations_left": 0,
        "detailedRoute.firstIterationViolations": 35,
    },
    "pwr": {
        "ir_drop_mv": 0.2889,
        "power_density_nw_per_um2": 154.5,
        "p_int_w": 0.0003520,
        "switching_share_pct": 22.85,
        "p_seq_share_pct": 47.6,
        "p_comb_share_pct": 7.1,
        "power.net_switching_w": 0.0001043,
        "leakage_power_of_the_design_nw": 1.042,
        "pwr-share-clk_pct": 45.3,
    },
    "logic_synthesis": {
        "synth_sequential_area_ratio_pct": 82.10,
        "cell_area_after_synthesis_um2": 2341,
        "synth.area.top_cells": "sky130_fd_sc_hd__edfxtp_1 (77%), sky130_fd_sc_hd__dfxtp_1 (5.1%), sky130_fd_sc_hd__ha_1 (3.2%), sky130_fd_sc_hd__nor2_1 (2.2%), sky130_fd_sc_hd__inv_1 (1.3%)",
        "syn_area_per_cell_um2": 17.47,
        "synth.lib_cells_used.distinct": 26,
        "synth_area_leader_cell": "sky130_fd_sc_hd__edfxtp_1",
        "synthesis.instances": 134,
        "yosysCellCount": 134,
        "synth_largest_type_area_fraction_pct": 76.96,
        "synth_flops": 66,
        "yosys.stat.chipArea_um2": 2341,
        "yosysWarningCount": 2,
    },
    "worst_setup_path": {
        "count_of_buffer_and_inverter_cells_on_the_critical_path": 1,
        "critPathArrivalTime_ns": 1.92,
        "critPathCapture": "adc_sck",
        "setup_crit_path_kind": "register to output pin",
        "reg2reg_depth": 2,
        "cell_depth_of_the_worst_setup_path": 1,
        "worstPathRequired_ns": 1.84,
        "nature_of_the_critical_path_startpoint": "register",
        "worstSetupEndpointType": "output pin",
        "crit_path_cell_trace": "buf_2",
        "timing.critical_path.slowest_cell_delay_ns": 0.36,
        "timing.critical_path.fanout_max": 2,
        "worst_r2r_endpoint": "counter[3]",
        "r2r_start": "counter[2]",
        "critPathLaunch": "out_25hz",
        "critical_path.slowest_cell": "sky130_fd_sc_hd__edfxtp_1",
        "critical-path-top-delay-family": "flip-flops",
        "worst-r2r-setup-slack_ns": 1.04,
    },
    "sta": {
        "rsz_0062_raised_after_global_routing": "yes",
        "finalSetupViolCount": 1,
        "count_of_endpoints_without_a_timing_constraint": 150,
        "holdWs_ns": 0.5400,
        "hold_violations": 0,
        "slew_violations": 0,
        "tightest_slew_ns": 0.4971,
        "timing.max_slew.rel_slack_pct": 66.67,
        "unclocked_regs": 59,
        "layout_setup_ws_ns": -0.07680,
        "fin_skew_ns": 0.004582,
    },
    "cts": {
        "clock_insertion_delay_worst_skew_ns": 0.29,
        "worst_setup_hold_path_clk_slew_ns": 0.03,
        "cts_tree": "yes",
        "postCtsSetupBuffers": 0,
        "cts_made_buffers": 3,
        "cts_root_buf": "sky130_fd_sc_hd__clkbuf_8",
        "ctsHtreeMaxLevel": 1,
        "cts_buffer_depth": 2,
        "cts_hold_buffers": 0,
    },
    "run": {
        "warning_count": 37,
        "max_cap_viol_count": 0,
    },
    "floorplanning": {
        "die-height_um": 90.34,
        "boundaryPins": 41,
        "dieArea_um2": 8160,
        "core_um2": 7408,
        "core_util_floorplan_pct": 31.60,
        "die_w_um": 90.34,
        "num_rows": 31,
    },
    "place": {
        "dp_worst_setup_slack_ns": -0.08992,
        "place_hpwl_um": 2235,
        "placement.io_buffers": 40,
        "dpl_cell_area_um2": 2890,
        "gp_congestion": 0.7530,
        "placedCellCount": 275,
    },
    "min_path": {
        "timing.hold.worst_path_depth": 1,
        "hold_class": "register to register",
    },
    "global_route": {
        "grt_usage_pct": 8.176,
        "grt_overflow_total": 0,
        "antenna_found_initial": 0,
        "grt_start_max_net_pins": 48,
        "number_of_global_route_vias_before_repair": 1120,
        "grt_pass1_wl_um": 5188,
    },
    "status": {
        "status": "finished, violations left",
        "violated_checks": "setup timing",
    },
    "finish": {
        "final-instance-count-excl-fill": 285,
        "mostFrequentLayoutCell": "sky130_fd_sc_hd__edfxtp_1",
        "fillCellCount": 679,
        "areaGrowthSynthToFinish_pct": 26.14,
        "post-route-cell-area_um2": 2953,
        "final_layout_size_suffix_gt1_share_pct": 6.452,
        "mostFrequentLayoutCells": "sky130_fd_sc_hd__edfxtp_1 (60), sky130_fd_sc_hd__clkdlybuf4s50_1 (39), sky130_fd_sc_hd__inv_1 (15)",
    },
}
==> logic make-up (layout without fill, tap and decap cells) <==
logic type	after synthesis	after routing	share of synthesized area (%)
buf+inv	13	63	2.352
simple gates	39	39	9.193
fa+ha+maj	6	6	3.207
compound gates	6	6	1.871
other cells	1	3	0.1602
xor+xnor	3	3	1.123
flops	66	66	82.10
==> synth_stat cells <==
master	count
sky130_fd_sc_hd__buf_2	2
sky130_fd_sc_hd__o31a_2	1
sky130_fd_sc_hd__nor3b_2	1
sky130_fd_sc_hd__a2111oi_0	1
sky130_fd_sc_hd__nand2b_1	4
sky130_fd_sc_hd__inv_1	8
sky130_fd_sc_hd__nand3_1	1
sky130_fd_sc_hd__nand2_1	5
sky130_fd_sc_hd__and3_1	4
sky130_fd_sc_hd__nor3_1	2
sky130_fd_sc_hd__or4b_1	1
sky130_fd_sc_hd__and2_1	1
sky130_fd_sc_hd__clkbuf_1	2
sky130_fd_sc_hd__nor2_1	14
sky130_fd_sc_hd__nand4bb_1	1
sky130_fd_sc_hd__xnor2_1	3
sky130_fd_sc_hd__buf_4	1
sky130_fd_sc_hd__ha_1	6
sky130_fd_sc_hd__a211oi_1	1
sky130_fd_sc_hd__a21oi_1	2
sky130_fd_sc_hd__edfxtp_1	60
sky130_fd_sc_hd__nand4b_1	1
sky130_fd_sc_hd__conb_1	1
sky130_fd_sc_hd__o31ai_1	1
sky130_fd_sc_hd__nor3b_1	4
sky130_fd_sc_hd__dfxtp_1	6
==> power by group through the flow <==
stage	combinational, W	sequential, W	clock, W
CTS	0.0000334	0.000217	0.000218
global route	0.0000372	0.000218	0.000235
finish	0.0000324	0.000217	0.000207
==> sequential cells by signal, indices dropped and copies added (netlist names) <==
signal,cells
addr,2
chan5,12
chan6,12
chan7,12
chip,1
counter,5
current_chan,2
din_count,5
dins,1
out_25hz,1
outs,12
skip,1
==> worst register-to-register path: cells and delay by family, from the launching register on <==
family / cells / cell delay [ns]
flops: 1 / 0.44
compound gates: 1 / 0.12
simple gates: 1 / 0.54
==> worst min-delay path by stage <==
stage	slack (ns)	endpoint	from
4_1_cts	0.54	out_25hz	skip
6_report	0.54	out_25hz	skip
5_1_grt	0.59	out_25hz	skip
==> routing by layer <==
metal	GRT usage, %	up-vias	routed length (µm)
met5	0	-	0
met4	1.478	0	43
met3	2.735	2	138
met2	12.79	39	1432
met1	12.06	509	1447
li1	-	585	-
==> through the flow <==
step           setup TNS [ns]  util (%)  power (W)
3_5_place_dp         -0.08992     39.01  0.0002734
5_1_grt               -0.1248     39.86  0.0004902
2_1_floorplan               0         -  0.0002568
3_3_place_gp         -0.08827     39.01  0.0002723
6_report             -0.07680     39.86  0.0004563
4_1_cts              -0.08853     39.86  0.0004680
==> final cells by class <==
cell class                      count  area (µm²)  area share, %
Inverter                            7       26.28         0.8898
Clock buffer                        3       41.29          1.398
Multi-Input combinational cell     57       376.6          12.75
Tap cell                           99       123.9          4.195
Sequential cell                    66        1922          65.08
Timing Repair Buffer               45       432.9          14.66
Clock inverter                      8       30.03          1.017
==> what timing repair did <==
item                                    in CTS  in global routing
endpoints found under the setup margin       1                  1
hold endpoints to repair                     0                  0
gates resized                                3                  0
No activity file was given, so power comes from the tool's default toggle rates.

`flow/config.mk`:
```
export PLATFORM = sky130hd
export DESIGN_NAME = Module_PWM
export DESIGN_NICKNAME = Module_PWM
export VERILOG_FILES = /design/flow/design.v
export SDC_FILE = /design/flow/constraint.sdc
export NUM_CORES = 4
export LEC_CHECK = 1
export CORE_AREA = 10 10 70 70
export DIE_AREA = 0 0 80 80
```
`flow/constraint.sdc`:
```
current_design Module_PWM

set clk_period 2.0
set clk_io_pct 0.2

create_clock -name clk0 -period $clk_period [get_ports {clk_50}]

set non_clock_inputs [all_inputs -no_clocks]
set_input_delay [expr $clk_period * $clk_io_pct] -clock clk0 $non_clock_inputs
set_output_delay [expr $clk_period * $clk_io_pct] -clock clk0 [all_outputs]
```
`flow/design.v`:
```
module Module_PWM(
	input clk_50,              
	input l1,
	input l2,
	input r1,
	input r2,
	output lef,
	output rig,
	output lp,
	output rp        
);
reg[6:0] counter= 7'd0;		 
reg [6:0]DUTY_CYCLE = 7'd90;	 
reg _l1=0;
reg _l2=0;
reg _r1=0;
reg _r2=0;
reg clk=0;
reg [12:0]limit = 13'b1001110001000 ;  
reg [12:0]counter1 = 13'b0 ;
always @(posedge clk_50)
begin
	if(counter1 < limit)
		counter1 = counter1 + 1;
	else 
	begin
		counter1 <= 0;
		clk = ~clk;
	end
end
always @(posedge clk_50)
begin
 counter <= ( counter >= 7'd99 ) ? 7'd0 : counter + 7'd1 ;
 _l1 <= (counter < DUTY_CYCLE ) ? l1:0;
 _l2 <= (counter < DUTY_CYCLE ) ? l2:0;
 _r1 <= (counter < DUTY_CYCLE ) ? r1:0;
 _r2 <= (counter < DUTY_CYCLE ) ? r2:0;
end
assign lef = _l1;
assign rig = _r1;
assign lp = _l2;
assign rp = _r2;
endmodule
```
`flow/run.sh`:
```
#!/bin/bash
# OpenROAD 26Q1-2900-gdf79404cd8, Yosys 0.63+post, stock flow scripts
make -C /OpenROAD-flow-scripts/flow DESIGN_CONFIG=/design/flow/config.mk WORK_HOME=/design/flow/orfs finish
```
==> flow_summary.yaml <==
# yosys + openroad results
status:
  status: "completed"
cts:
  htreeDepth: 1
  clock_path_buffers: 2
  cts.reportedPaths.clkPinSlew_ns: 0.07
  cts_tree: "done"
  cts_sinks: 11
  clk_latency_ns: 0.26
  hold_buffers: 0
  root_buffer: "clkbuf_4"
  cts_resized: 0
  cts_setup_buffers: 0
  cts-buffers-inserted: 3
floorplan:
  ioPinCount: 9
  die-width_um: 80
  rows: 21
  core_area_sq_um: 3420
  die_y_um: 80
  initCoreUtil_pct: 12.5
  chip_area_sq_um: 6400
drt:
  drc: 0
  avgViaCountPerCell: 3.33
  vias: 326
  drt_first_pass_iters: 2
  ant_nets: 0
  drt_wl_total_um: 737
  drt-wirelength-per-cell_um: 7.52
  antenna-diode-count: 0
  drtIter0Drc: 6
pwr:
  peakVddDrop_v: 0.000293
  powerDensity_nw_per_um2: 638
  p_sw_share_pct: 17.9
  power.leakage_nw: 0.220
  power_switching_mw: 0.0661
  power_frac_comb_pct: 2.0
  seqPwrFrac_pct: 59.4
  clkPwrFrac_pct: 38.6
  p_int_mw: 0.303
timing:
  worstMarginPinSlew_ns: 0.277
  timing.final.ws_setup_ns: 0.567
  tns_ns: 0
  setup_viol: 0
  slew_headroom_pct: 81.5
  fin_worst_skew_ns: 0.00651
  drv_slew: 0
  rsz0062_at_grt: "no"
  fmax_ghz: 0.698
  post-route-period-util_pct: 71.6
  min_period_ns: 1.43
  hold_violations: 0
placed_design:
  hpwlAfterDp_um: 592
  place_ws_ns: 0.779
  port_buffers: 8
  gp_congestion: 0.788
finish:
  syn_to_final_growth_pct: 35.9
  drive_gt1_share_pct: 13.5
critical_path:
  critPathSlowestCell: "clkdlybuf4s50_1"
  cp_data_arrival_time_ns: 1.03
  cp_data_required_time_ns: 1.60
  cp_num_buf_inv: 1
  path_max_fanout: 1
  reg2regPathDepth: 4
  end_kind: "output port"
  worstSetupPathType: "flip-flop to output port"
  critPathLaunchType: "flip-flop"
  path_depth: 1
  worstPathCellList: "clkdlybuf4s50_1"
  cpLargestDelayFamily: "buffers and inverters"
  cpPeakStageDelay_ns: 0.46
synth:
  synth_chip_area_sq_um: 425
  ys_cells: 41
  synth_area_sq_um: 425
  edf_count: 0
  top_area_share_pct: 51.8
  async_flop_share_pct: 0
  syn_avg_cell_area_sq_um: 10.4
  largest_area_cell: "dfxtp_1"
  synth_cell_types: 21
  yosysSeqAreaShare_pct: 51.8
  yosysWarnings: 1
  ys.flop_type: "dfxtp_1"
  synth.most_common_cell: "dfxtp_1"
  common_cells: "dfxtp_1, a21oi_1, and2_1"
  topCellsByArea: "dfxtp_1, and2_1, a21oi_1"
  ys_ff: 11
  synthCells: 41
global_routing:
  grt_start_max_net_pins: 9
  grt.total_usage_pct: 2.66
  overflow: 0
  grt_antenna_before_repair: 0
  grt_pass1_vias: 334
  grt_pass1_wl_mm: 1.44
worst_hold_path:
  hold_depth: 1
  hp-class: "flip-flop to flip-flop"
flow_run:
  tool_warnings: 25
  maxCapViolCount: 0
stage by stage:
stage	total power, mW	area [sq um]	instances	utilization, %	hold WS [ns]
finish	0.369	578	98	16.9	0.459
global route	0.385	578	98	16.9	0.508
CTS	0.376	578	98	16.9	0.468
detailed placement	0.231	552	94	16.2	0.452
global placement	0.231	552	94	16.2	0.446
floorplan	0.224	425	41	-	0.430
cells by family after synthesis:
logic type      after synthesis  share of synthesized area (%)
simple gates                 15                           21.8
flops                        11                           51.8
compound gates               10                           14.7
xor+xnor                      3                           6.18
buf+inv                       1                           2.65
fa+ha+maj                     1                           2.94
layout make-up:
type / instances / area [sq um]
fill: 392 / 2840
sequential: 11 / 220
multi-input combinational: 29 / 194
timing repair buffer: 8 / 80.1
tap: 46 / 57.6
clock buffer: 4 / 26.3
worst reg2reg max path, cell delays in order, from the launching register on:
cell     delay, ns
dfxtp_1       0.33
ha_1          0.26
nor4_2        0.32
a21oi_1       0.15
nor2b_1       0.12
sequential cells by signal, summed over array words and instances, names as in the netlist:
| signal | cells |
|---|---|
| counter | 7 |
| _r1 | 1 |
| _r2 | 1 |
| _l1 | 1 |
| _l2 | 1 |
cells in the final DEF, fill, tap and decap left out, drive strengths merged:
| cell type | synthesis | final |
|---|---|---|
| o211a | 1 | 1 |
| dfxtp | 11 | 11 |
| clkbuf | 0 | 4 |
| or3 | 1 | 1 |
| a21oi | 4 | 4 |
| xor2 | 2 | 2 |
| nor2 | 2 | 2 |
| nor2b | 1 | 1 |
| nand3 | 3 | 3 |
| nor4 | 1 | 1 |
| ha | 1 | 1 |
| and2 | 4 | 4 |
| xnor2 | 1 | 1 |
| a21boi | 1 | 1 |
| and3 | 1 | 1 |
| o21ai | 3 | 3 |
| nand2 | 2 | 2 |
| clkdlybuf4s50 | 0 | 8 |
| a31oi | 1 | 1 |
routing by layer:
layer | vias to the layer above | routed length (um) | global-route usage (%)
li1 | 167 | - | -
met1 | 152 | 295 | 2.85
met2 | 7 | 377 | 4.41
met3 | 0 | 64 | 1.36
met4 | 0 | 0 | 0.880
met5 | - | 0 | 0
path summary, 6_finish.rpt:
path	from	to	slack [ns]
min	counter[0]	counter[0]	0.46
max reg2reg	counter[0]	counter[1]	0.76
max	_r1	rig	0.57
min reg2reg	counter[0]	counter[0]	0.46
power by group through the flow:
stage | Sequential (mW) | Combinational, mW | Clock, mW
global route | 0.219 | 0.00814 | 0.158
CTS | 0.219 | 0.00744 | 0.150
finish | 0.219 | 0.00738 | 0.142
No activity file was given, so power comes from the tool's default toggle rates.

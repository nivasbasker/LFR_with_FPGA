[./run.sh]
#!/bin/bash
# OpenROAD 26Q1-2900-gdf79404cd8, Yosys 0.63+post, stock flow scripts
make -C /OpenROAD-flow-scripts/flow DESIGN_CONFIG=/design/flow/config.mk WORK_HOME=/design/flow/orfs finish
[./config.mk]
export PLATFORM = sky130hd
export DESIGN_NAME = Module_UART
export DESIGN_NICKNAME = Module_UART
export VERILOG_FILES = /design/flow/design.v
export SDC_FILE = /design/flow/constraint.sdc
export NUM_CORES = 4
export LEC_CHECK = 1
export CORE_UTILIZATION = 30
[./constraint.sdc]
current_design Module_UART

set clk_period 1.8
set clk_io_pct 0.2

create_clock -name clk0 -period $clk_period [get_ports {clk_50}]

set non_clock_inputs [all_inputs -no_clocks]
set_input_delay [expr $clk_period * $clk_io_pct] -clock clk0 $non_clock_inputs
set_output_delay [expr $clk_period * $clk_io_pct] -clock clk0 [all_outputs]
[./design.v]
module Module_UART(
	input clk_50,	 
	input [1:0] char,
	output txout
);
reg [8:0] counter = 9'd0;				
reg clks = 0;
reg outs = 1;
reg [3:0] counter2 = 4'd0;
reg [7:0] data;
reg start_bit = 0;
reg stop_bit = 1;
reg [3:0]state = 4'd0;
parameter clk_per_bit = 9'd216;	 
parameter frame = 4'd11;			
parameter _S = 8'b01010011, 
			 _I = 8'b01001001,
			 _M = 8'b01001101,
			 _D = 8'b01000100,
			 _Z = 8'b01011010,
			 _1 = 8'b00110001,
			 _hyphen = 8'b00101101,
			 _hash = 8'b00100011,
			 _CR = 8'b00001010,
			  _P = 8'b01010000,
			  _N = 8'b01001110,
			  _W = 8'b01010111;
reg [7:0] SP[12:0];		 
reg [7:0] SD[12:0];		 
reg [7:0] SI[11:0];		 
reg [4:0] i;
initial 
begin
data = _S;
state = 4'd0;
i=5'd1;
SP[0]=_S;
SP[1]=_hyphen;
SP[2]=_P;
SP[3]=_hyphen;
SP[4]=_D;
SP[5]=_Z;
SP[6]=_N;
SP[7]=_1;
SP[8]=_hyphen;
SP[9]=_N;
SP[10]=_hyphen;
SP[11]=_hash;
SP[12]=_CR;
SD[0]=_S;
SD[1]=_hyphen;
SD[2]=_D;
SD[3]=_hyphen;
SD[4]=_D;
SD[5]=_Z;
SD[6]=_N;
SD[7]=_1;
SD[8]=_hyphen;
SD[9]=_N;
SD[10]=_hyphen;
SD[11]=_hash;
SD[12]=_CR;
SI[0]=_S;
SI[1]=_I;
SI[2]=_hyphen;
SI[3]=_S;
SI[4]=_I;
SI[5]=_N;
SI[6]=_1;
SI[7]=_hyphen;
SI[8]=_N;
SI[9]=_hyphen;
SI[10]=_hash;
SI[11]=_CR;
end
always @(posedge clk_50)
begin
		  if (counter < clk_per_bit) 
		  begin
           counter <= counter + 1;
        end 
		  else 
		  begin
            counter <= 0;
            clks = ~clks;
        end
end
always @(negedge clks)
begin
      if (counter2 < frame) 
		  begin
            counter2 <= counter2 + 1;
        end 
		else 
		  begin
            counter2 <= 1;				
        end
end
reg [3:0]done=4'd0;
reg [1:0]ch=2'd0;
reg [3:0] count = 4'd1;
always @(negedge clks)
begin
		if(ch!=char)
		begin
			case(count)
			4'd1  :  begin
					   outs <= start_bit;
						count<=4'd2;
						end
			4'd2  :  begin
						outs <= data[0];
						count<=4'd3;
						end
			4'd3  :  begin
						outs <= data[1];
						count<=4'd4;
						end
			4'd4  :  begin
						outs <= data[2];
						count<=4'd5;
						end
			4'd5  :  begin
						outs <= data[3];
						count<=4'd6;
						end
			4'd6  :  begin
						outs <= data[4];
						count<=4'd7;
						end
			4'd7  :  begin
						outs <= data[5];
						count<=4'd8;
						end
			4'd8  :  begin
						outs <= data[6];
						count<=4'd9;
						end
			4'd9  :  begin
						outs <= data[7];
						count<=4'd10;
						end
			4'd10 :  begin
						outs <= stop_bit;
						count<=4'd11;
						end
			4'd11 :  begin
						outs <= stop_bit;
						case(char)
						2'd1 : begin
									if(i<=5'd11)
									begin
									data <= SI[i];
									i<=i+1;
									end
									else
									begin
									ch<=char;
									data <= _S;
									i<=5'd1;
									end
								 end
						2'd2 : begin
									if(i<=5'd12)
									begin
									data <= SP[i];
									i<=i+1;
									end
									else
									begin
									ch<=char;
									data <= _S;
									i<=5'd1;
									end
								 end
						2'd3 : begin
									if(i<=5'd12)
									begin
									data <= SD[i];
									i<=i+1;
									end
									else
									begin
									ch<=char;
									data <= _S;
									i<=5'd1;
									end
								 end
						endcase
						count<=4'd1;
						end
			endcase
			end
end
assign txout = outs;
endmodule
==> impl_metrics.ini <==
; yosys + openroad results
[synthesis]
synth.lib_cells_used.distinct = 45
synth-main-ff-cell = sky130_fd_sc_hd__edfxtp_1
async_flop_share_pct = 0
yosysCellCount = 182
synth-edff-count = 20
synthCells = 182
synth.cell_area_sq_um = 1760
ys_warn_count = 1
ys_seq_share_pct = 44.4
yosysChipArea_sq_um = 1760
synth_flop_count = 29
synth_area_per_inst_sq_um = 9.66

[run]
max_cap_viol_count = 0
log.warning_count = 32

[final_layout]
area_growth_syn_to_layout_pct = 9.04
regArea_sq_um = 781
layout_top_cells = 27 x sky130_fd_sc_hd__nor2_1, 20 x sky130_fd_sc_hd__edfxtp_1, 12 x sky130_fd_sc_hd__nand2_1
fillCellCount = 567
final_layout_top_logic_cell = sky130_fd_sc_hd__nor2_1
final_layout_size_suffix_gt1_share_pct = 8.11
mi_logic_area_sq_um = 903

[cts]
post_cts_resize_count = 0
clock_tree.root_cell = sky130_fd_sc_hd__clkbuf_8
tritoncts.num_buffers = 3
tritoncts_clock_tree = yes
cts_setup_buffers = 0
cts.path.max_buffers = 2
cts-htree-levels = 1
clk_pin_slew_ns = 0.05
clock.latency.late_pin_ns = 0.23
hold_buffers = 0

[setup_path]
endpoint_kind = register
critical_path_buf_inv_count = 1
timing.critical_path.from_type = register
timing.critical_path.fanout_max = 8
critical_path_class = reg -> reg
cp_data_arrival_time_ns = 1.20
path_delay_family = flip-flops
critical_path_max_stage_delay_ns = 0.35
worst-endpoint-required_ns = 1.75
cell_by_cell_trace_of_the_critical_path = and2_1 -> o21ai_0 -> o21bai_1 -> buf_4
worst_path_max_delay_cell = sky130_fd_sc_hd__dfxtp_1

[floorplanning]
boundaryPins = 4
initial_util_pct = 31.5
fp.coreArea_sq_um = 5570
design.die.area_sq_um = 6170
rows = 27
die_extent_in_x_um = 78.6
height_of_the_die_um = 78.6

[timing]
final.setup_skew_ns = 0.00697
rsz0062_at_grt = no
untimed_endpoints = 39
post-route-period-util_pct = 69.7
finalHoldWorstSlack_ns = 0.393
maxSlewViolCount = 0
max_slew_margin_pct = 50.5
register_pins_left_without_a_clock = 19
tightest_slew_ns = 0.743
timing.final.setup_violations = 0
finalHoldViolCount = 0
maxClockFrequency_mhz = 797
period_minus_slack_ns = 1.25
final_critical_path_setup_slack_ns = 0.545
setup_total_negative_slack_ns = 0

[global_routing]
via_count_of_the_first_global_routing_pass = 1147
first_pass_grt_wire_length_mm = 5.35
largest_net_degree_at_the_start_of_global_routing = 24
antenna_found_initial = 0
grt-ovfl-total = 0
global_router_s_overall_resource_usage_pct = 10.9

[hold_path]
worst_hold_path_type = reg -> reg

[drt]
detailedRoute.firstPassIterationCount = 6
vias_per_cell = 4.83
drt-wirelength-per-cell_um = 11.3
antenna_left = 0
drc_errors = 0
route.antenna.diode_count = 0
wirelength_mm = 2.91
dr_total_vias = 1242
initialDrtViolationCount = 57

[placed_design]
dp_slack_ns = 0.546
dp_hpwl_mm = 2.14
place_congestion = 0.815
io_buffers = 3

[power]
power.switching_w = 0.000138
power_switching_share_pct = 23.1
share_comb_of_total_power_pct = 13.4
p_seq_share_pct = 47.7
p_clk_share_pct = 39.0
ir_worst_vdd_v = 0.000267
cell_internal_pwr_w = 0.000460
leakage_nw = 0.707
powerDensity_nw_per_um2 = 312

[outcome]
run_status = completed
[Yosys cell counts (2+ instances only)]
cell	number	area, sq um
sky130_fd_sc_hd__ha_1	11	138
sky130_fd_sc_hd__nand2b_1	2	12.5
sky130_fd_sc_hd__a21oi_1	9	45.0
sky130_fd_sc_hd__inv_1	11	41.3
sky130_fd_sc_hd__o22ai_1	2	12.5
sky130_fd_sc_hd__a211oi_1	5	37.5
sky130_fd_sc_hd__o21bai_1	2	15.0
sky130_fd_sc_hd__o21ai_0	7	35.0
sky130_fd_sc_hd__nand2_1	12	45.0
sky130_fd_sc_hd__o32ai_1	2	17.5
sky130_fd_sc_hd__a222oi_1	2	20.0
sky130_fd_sc_hd__clkbuf_1	4	15.0
sky130_fd_sc_hd__nand4_1	3	18.8
sky130_fd_sc_hd__a21o_1	3	22.5
sky130_fd_sc_hd__nor2_1	27	101
sky130_fd_sc_hd__edfxtp_1	20	601
sky130_fd_sc_hd__mux2i_1	3	30.0
sky130_fd_sc_hd__dfxtp_1	9	180
sky130_fd_sc_hd__nor2b_1	3	18.8
sky130_fd_sc_hd__buf_2	2	10.0
sky130_fd_sc_hd__and2_1	3	18.8
sky130_fd_sc_hd__nor3_1	3	15.0
sky130_fd_sc_hd__and2_2	2	15.0
sky130_fd_sc_hd__xnor2_1	4	35.0
sky130_fd_sc_hd__nand3_1	6	30.0
sky130_fd_sc_hd__xor2_1	6	52.6
[cells by family after synthesis]
| group | count (synthesis) | synth area share, % |
|---|---|---|
| xor+xnor | 10 | 4.98 |
| mux | 4 | 2.35 |
| fa+ha+maj | 11 | 7.83 |
| compound gates | 43 | 18.2 |
| simple gates | 65 | 17.9 |
| other cells | 1 | 0.213 |
| buf+inv | 19 | 4.20 |
| flops | 29 | 44.4 |
[worst reg2reg max path: cells and delay by family (launching register included)]
family                 cells  cell delay (ns)
and+or+nand+nor            1             0.20
DFF                        1             0.35
AOI/OAI and AO/OA          2             0.26
buffers and inverters      1             0.17
[final cells by class]
class | count | share of cell area, %
flip-flops and latches | 29 | 40.7
inverters | 12 | 2.35
repair buffers | 6 | 2.74
clock buffers | 4 | 2.35
well taps | 72 | 4.70
multi-input cells | 134 | 47.1
[state kept, by name (all words and copies together) (netlist names)]
name	cells
count	4
ch	2
data	7
clks	1
outs	1
counter	9
i	5
[power groups by stage]
stage	logic (W)	registers, W	clock network [W]
final	0.0000799	0.000285	0.000233
after global routing	0.0000910	0.000287	0.000257
after CTS	0.0000806	0.000285	0.000242
[path summary, 6_finish.rpt]
path                            startpoint         end  slack (ns)  depth (start not counted)
worst max-delay path            counter[3]        clks        0.55                          4
worst min-delay path            counter[8]  counter[7]        0.39                          1
worst max register to register  counter[3]        clks        0.55                          4
worst min register to register  counter[8]  counter[7]        0.39                          1
[metal layers]
metal	wire, um	vias to the layer above	track usage, %	share of wire, %
met4	0	0	0.370	0
met3	71	0	2.01	2.4
met5	0	-	0	0
met1	1580	564	17.4	54
li1	-	661	-	-
met2	1260	17	16.6	43
[metrics by stage]
stage / utilization [%] / total power, W / cell area [sq um] / cells
after global placement: 33.6 / 0.000369 / 1870 / 253
final: 34.4 / 0.000598 / 1920 / 257
after global routing: 34.4 / 0.000636 / 1920 / 257
after floorplan: - / 0.000341 / 1760 / 182
after detailed placement: 33.6 / 0.000370 / 1870 / 253
after CTS: 34.4 / 0.000608 / 1920 / 257
Power is estimated from default activity; no workload was simulated.
